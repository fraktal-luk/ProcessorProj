===== ./config.mk =====
export PLATFORM = sky130hd
export DESIGN_NAME = VerilogALU32
export DESIGN_NICKNAME = VerilogALU32
export VERILOG_FILES = /design/flow/design.v
export SDC_FILE = /design/flow/constraint.sdc
export NUM_CORES = 4
export LEC_CHECK = 1
export CORE_UTILIZATION = 40

===== ./constraint.sdc =====
current_design VerilogALU32

set clk_period 26.6
set clk_io_pct 0.2

create_clock -name clk0 -period $clk_period [get_ports {clk}]

set non_clock_inputs [all_inputs -no_clocks]
set_input_delay [expr $clk_period * $clk_io_pct] -clock clk0 $non_clock_inputs
set_output_delay [expr $clk_period * $clk_io_pct] -clock clk0 [all_outputs]

===== ./design.v =====
`timescale 1ns / 1ps
module VerilogALU32(
		input clk,
		input reset,
		input en,
		input allow,
		input [5:0] funcSelect,
		input [31:0] dataIn0,
		input [31:0] dataIn1,
		input [31:0] dataIn2,
		input [4:0] c0,
		input [4:0] c1,
		output [31:0] dataOut0,
		output carryOut,		
		output [3:0] exceptionOut,
		output [31:0] dataOut0Pre,
		output carryOutPre,		
		output [3:0] exceptionOutPre		
    );
	reg [31:0] result;
	reg carry;
	reg [3:0] exc;
	wire [31:0] resultPre;
	wire carryPre;
	wire [3:0] excPre;
	assign dataOut0 = result;
	assign carryOut = carry;
	assign exceptionOut = exc;
	assign dataOut0Pre = resultPre,
			 carryOutPre = carryPre,
			 exceptionOutPre = excPre;	
	assign {excPre, carryPre, resultPre} = calculate(funcSelect, dataIn0, dataIn1, dataIn2, c0, c1);			
	initial begin
		result = 0;
		carry = 0;
		exc = 0;
	end;
	always @(posedge clk) begin
		if (allow) begin
			result <= resultPre;
			carry <= carryPre;
			exc <= excPre;
		end;
	end;
	reg [5:0] 
			logicAnd = 4;
	reg [5:0]		
			logicOr = 5;
	reg [5:0]					
			logicXor = 8;
	reg [5:0]		
			arithAdd = 1;
	reg [5:0]		
			arithSub = 2;
	reg [5:0]		
			logicShl = 6;
	reg [5:0]		
			logicShrl = 7;
	reg [5:0]		
			arithShra = 3;
	function [(4+1+31):0] calculate(
		input [5:0] funcSel,
		input [31:0] in0,
		input [31:0] in1,
		input [31:0] in2,
		input [4:0] c0,
		input [4:0] c1);
		reg [32:0] tempResult;	
		reg ov;
	begin	
		calculate = 0;
		case (funcSel)
			logicAnd:
				calculate = {4'b0000, 1'b0, in0 & in1};
			logicOr:
				calculate = {4'b0000, 1'b0, in0 | in1};
			logicXor:
				calculate = {4'b0000, 1'b0, in0 ^ in1};			
			arithAdd: begin
				tempResult = {1'b0,in0} + {1'b0,in1};
				calculate[32:0] = tempResult;
				ov = (in0[31] == in1[31]) && (in0[31] != tempResult[31]);
				calculate[36:33] = {3'b0, ov};
			end
			arithSub: begin
				tempResult = {1'b0,in0} - {1'b0,in1};
				calculate[32:0] = tempResult;
				ov = (in0[31] != in1[31]) && (in0[31] != tempResult[31]);
				calculate[36:33] = {3'b0, ov};
			end
			logicShl:
				calculate = {4'b0000, 1'b0, in0 << c0};
			logicShrl:
				calculate = {4'b0000, 1'b0, in0 >> c0};
			arithShra:
				calculate = {4'b0000, 1'b0, in0 >> c0};
			default:  
				calculate = {4'b1000, 1'b0, 31'b0};
		endcase;
	end;		
	endfunction;
endmodule

===== ./run.sh =====
#!/bin/bash
# OpenROAD 26Q1-2900-gdf79404cd8, Yosys 0.63+post, stock flow scripts
make -C /OpenROAD-flow-scripts/flow DESIGN_CONFIG=/design/flow/config.mk WORK_HOME=/design/flow/orfs finish

==> flow_metrics.py <==
# Auto-generated metrics
metrics = {
    "run_status": {
        "status": "completed",
    },
    "clock_network": {
        "cts-root-buf": "clkbuf_16",
        "postCtsSetupBuffers": 0,
        "htreeDepth": 2,
        "clock_path_buffers": 2,
        "post_cts_resized": 0,
        "clkSlewWorstSetupHoldPaths_ns": 0.06,
        "cts_made_buffers": 5,
        "cts_sinks": 35,
        "hold_buffers": 0,
        "cts_tree": "done",
    },
    "critical_path": {
        "cpPeakStageDelay_ns": 0.77,
        "crit_arrival_ns": 10.01,
        "critPathTopFamily": "AND-OR/OR-AND gates",
        "path_max_fanout": 10,
        "worstSetupPathType": "input pin to output port",
        "cp-start-kind": "input pin",
        "crit_path_top_delay_cell": "clkdlybuf4s50_1",
        "startpoint": "dataIn0[1]",
        "cp.required_ns": 21.28,
        "cpMostUsedCell": "clkdlybuf4s50_1",
        "path_cells": "clkdlybuf4s50_1 -> inv_1 -> ha_1 -> o21ba_2 -> nor4_1 -> o211ai_1 -> o211a_1 -> o31ai_2 -> xnor2_1 -> a2111oi_0 -> o311ai_0 -> clkdlybuf4s50_1",
        "crit_buf_inv": 3,
        "endpoint_kind": "output port",
    },
    "synthesis": {
        "netlist_instances": 1339,
        "ys_ff": 35,
        "synth_stat.cells": 1339,
        "synth-main-ff-cell": "edfxtp_1",
        "yosysWarnings": 1,
        "ys_area_um2": 10300,
        "ys_sh_aoi_pct": 29.7,
        "synth_top_area_share_pct": 11.8,
        "simple_gate_area_share_pct": 17.7,
        "top_logic_kind": "AND-OR/OR-AND gates",
        "ys_seq_share_pct": 10.2,
        "mux_share_pct": 20.1,
        "avgSynthCellArea_um2": 7.68,
        "synth_cell_types": 93,
        "synth-async-reset-ratio_pct": 0,
        "synth-edff-count": 35,
        "fa_ha_area_share_pct": 12.1,
        "area_leaders": "mux4_2, ha_1, edfxtp_1",
        "syn_area_um2": 10300,
        "xor_area_share_pct": 1.28,
        "yosys.area.top_type": "mux4_2",
    },
    "flow_run": {
        "warnings": 128,
        "maxCapViolCount": 0,
    },
    "routing": {
        "avgRoutedWirePerCell_um": 24.1,
        "antenna_left": 0,
        "drc": 0,
        "wl_um": 42100,
        "num_antenna_cells": 0,
        "num_vias": 11000,
        "drt_iter0_drc": 934,
        "post_drt_via_cell_ratio": 6.30,
        "dr.pass1.iters": 6,
    },
    "worst_hold_path": {
        "hp-class": "input pin to flop",
        "hold_path_startpoint": "allow",
        "hold_path_depth": 2,
        "hold_end": "result[24]$_DFFE_PP_",
    },
    "pwr": {
        "p_sw_share_pct": 44.0,
        "pwr-share-seq_pct": 20.1,
        "intPower_mw": 0.187,
        "p_leak_nw": 4.82,
        "p_clk_share_pct": 17.7,
        "combPwrFrac_pct": 62.2,
        "p_per_area_nw_per_um2": 27.8,
        "peakVddDrop_mv": 0.0211,
        "switchingPower_mw": 0.147,
    },
    "die": {
        "chipArea_um2": 26300,
        "fp_util_pct": 40.8,
        "die_w_um": 162,
        "pin_count": 190,
        "rows": 58,
        "coreArea_um2": 25200,
        "die.size.y_um": 162,
    },
    "final_timing": {
        "tightest_slew_ns": 0.837,
        "relSlewSlack_pct": 44.2,
        "final-setup-viol-count": 0,
        "rsz0062_at_grt": "false",
        "finalHoldViolCount": 0,
        "final_max_slew_viol_count": 0,
        "period_minus_slack_ns": 15.33,
        "fin_ws_ns": 11.27,
        "final.period_utilization_pct": 57.6,
        "max_freq_ghz": 0.0652,
        "fin_setup_tns_ns": 0,
    },
    "placed_design": {
        "gp_congestion": 0.988,
        "dp_hpwl_um": 32900,
        "pre_cts_ws_ns": 11.46,
        "port_buffers": 146,
    },
    "grt": {
        "grtUsageTotal_pct": 32.8,
        "grt_pass1_vias": 10200,
        "grt_max_degree": 69,
        "grt_first_pass_wirelength_um": 62900,
        "overflow": 0,
        "antenna_found_initial": 0,
    },
    "finish": {
        "area_delta_synth_final_pct": 16.7,
        "drive_gt1_share_pct": 10.2,
    },
}
cells in the mapped netlist, types with 6 or more instances:
| master | instances |
|---|---|
| nor2_1 | 137 |
| nand2_1 | 112 |
| inv_1 | 109 |
| a21oi_1 | 104 |
| ha_1 | 96 |
| o21ai_0 | 75 |
| clkbuf_1 | 65 |
| mux2i_1 | 61 |
| mux4_2 | 54 |
| nor3_1 | 39 |
| edfxtp_1 | 35 |
| a211oi_1 | 27 |
| buf_2 | 26 |
| nand3_1 | 24 |
| mux2_2 | 21 |
| a21o_1 | 18 |
| o211ai_1 | 17 |
| a31oi_1 | 14 |
| nand2b_1 | 14 |
| xnor2_1 | 14 |
| o22ai_1 | 13 |
| or3_1 | 13 |
| a22oi_1 | 11 |
| buf_4 | 11 |
| nor2b_1 | 11 |
| a221o_1 | 10 |
| o21bai_1 | 10 |
| o221ai_1 | 10 |
| o21a_1 | 9 |
| a221oi_1 | 8 |
| nand4_1 | 8 |
| o31ai_1 | 8 |
| and2_1 | 7 |
| nor4_1 | 7 |
| o311ai_0 | 7 |
| a211o_1 | 6 |
| and3_1 | 6 |
cell type report:
| type | count | area (um^2) |
|---|---|---|
| clock buffer | 6 | 129 |
| clock inverter | 2 | 7.51 |
| fill | 2485 | 13200 |
| inverter | 111 | 417 |
| multi-input combinational | 1087 | 8340 |
| sequential | 35 | 1050 |
| tap | 330 | 413 |
| timing repair buffer | 174 | 1650 |
per-stage QoR:
stage	instance area, um^2	power, mW	hold slack (ns)	utilization [%]	instances
floorplan	10300	0.194	5.43	-	1342
global placement	11900	0.272	5.93	47.1	1737
detailed placement	11900	0.271	5.94	47.1	1737
CTS	12000	0.332	5.63	47.7	1745
global route	12000	0.354	5.65	47.7	1745
finish	12000	0.333	5.63	47.7	1745
routing by layer:
metal  track usage, %  share of wire [%]  vias to the layer above
met4             8.28                3.1                        0
met5                0                  0                        -
li1                 -                  -                     5168
met1             49.3                 44                     5230
met2             47.9                 43                      519
met3             8.13                9.8                       77
cells in the final DEF, fill, tap and decap left out, drive strengths merged, types with 7 or more instances in the layout:
master         count
nor3              40
nor2             137
ha                96
a221oi             8
nand4              8
nor2b             11
or2                7
nand3             24
a22oi             11
edfxtp            35
nand2            112
o21bai            10
a31oi             15
nand2b            14
a221o             10
or3               13
nor4               7
o311ai             9
mux2i             61
mux4              54
a211oi            28
and2               7
o22ai             13
buf               34
o31ai              9
a2111oi            7
clkdlybuf4s50    140
mux2              21
o211ai            19
a21oi            105
o21a               9
o221ai            10
inv              110
a21o              18
xnor2             14
o21ai             80
kinds of logic (layout without fill, tap and decap cells):
kind of cell               count (synthesis)  in the layout
muxes                                    136            136
other                                      1              4
DFF                                       35             35
xor gates and xnor gates                  15             15
buffers and inverters                    220            293
adders and majority gates                 98             98
and+or+nand+nor                          398            398
AOI/OAI and AO/OA                        436            436
sequential cells by signal, summed over array words and instances (netlist names):
signal  count
carry       1
exc         2
result     32
worst max-delay path by stage:
stage	end	slack (ns)	cells after the start
after CTS	dataOut0Pre[17]	11.43	12
after global routing	dataOut0Pre[17]	11.02	12
final	dataOut0Pre[17]	11.27	12
power groups by stage:
stage	clock network (mW)	registers, mW	logic, mW
4_1_cts	0.0614	0.0670	0.204
5_1_grt	0.0631	0.0674	0.223
6_report	0.0589	0.0669	0.207
No activity file was given, so power comes from the tool's default toggle rates.
