[/design/flow/design.v]
`timescale 1ns / 1ps
module TempVerilogMultiplier(
	 input clk,
    input reset,
    input en,
	 input [31:0] in0,	
	 input [31:0] in1,
	 input [31:0] in2,	
	 input signedOp,
	 output [63:0] out0,
	 output [63:0] out0Pre
    );
	wire s;
	reg [63:0] result;
	wire [63:0] resultPre;
	wire [63:0] level0 [0:31]; 
	reg [63:0] level1 [0:7];
	reg [63:0] level2 [0:1];
	integer i;
	genvar j;
	assign s = signedOp;
	assign out0 = result;
	assign out0Pre = resultPre;
	initial begin			
		for (i=0; i<8; i=i+1)
			level1[i] = 0;
		for (i=0; i<2; i=i+1)
			level2[i] = 0;			
	end;
	generate 
		for (j=0; j<31; j=j+1) begin
			assign level0[j] =  (({sign32(in1,s), in1}) << j) & duplicate(in0[j]);
		end;
		for (j=31; j<32; j=j+1) begin
			assign level0[j] =  -(({sign32(in1,s), in1}) << j) & duplicate(in0[j]);
		end;
	endgenerate;
	always @(posedge clk) begin
		for (i=0; i<8; i=i+1) begin
			level1[i] <= level0[i] + level0[i+8] + level0[i+16] + level0[i+24];
		end;
		for (i=0; i<2; i=i+1) begin
			level2[i] <= level1[i] + level1[i+2] + level1[i+4] + level1[i+6];
		end;		
		result <= resultPre; 
	end;
	assign resultPre = level2[0] + level2[1];
	function [63:0] duplicate(b);
		integer k;
	begin
		for (k=0; k<64; k=k+1)
			duplicate[k] = b;
	end;	
	endfunction;
	function [31:0] sign32(input [31:0] b, input s);
		integer k;
	begin
		for (k=0; k<32; k=k+1)
			sign32[k] = b[31] & s;
	end;	
	endfunction;
endmodule
[/design/flow/run.sh]
#!/bin/bash
# OpenROAD 26Q1-2900-gdf79404cd8, Yosys 0.63+post, stock flow scripts
make -C /OpenROAD-flow-scripts/flow DESIGN_CONFIG=/design/flow/config.mk WORK_HOME=/design/flow/orfs finish
[/design/flow/config.mk]
export PLATFORM = sky130hd
export DESIGN_NAME = TempVerilogMultiplier
export DESIGN_NICKNAME = TempVerilogMultiplier
export VERILOG_FILES = /design/flow/design.v
export SDC_FILE = /design/flow/constraint.sdc
export NUM_CORES = 4
export LEC_CHECK = 1
export CORE_UTILIZATION = 30
[/design/flow/constraint.sdc]
current_design TempVerilogMultiplier

set clk_period 21.0
set clk_io_pct 0.2

create_clock -name clk0 -period $clk_period [get_ports {clk}]

set non_clock_inputs [all_inputs -no_clocks]
set_input_delay [expr $clk_period * $clk_io_pct] -clock clk0 $non_clock_inputs
set_output_delay [expr $clk_period * $clk_io_pct] -clock clk0 [all_outputs]
==> impl_metrics.env <==
# source this file to load flow results
export IMPL_status="finished, final reports clean"
export IMPL_period_minus_slack_ns=9.81
export IMPL_die_h_microns=500
export IMPL_die_w_microns=500
export IMPL_remaining_drc_errors=0
export IMPL_final_period_utilization_pct=46.7
export IMPL_placed_cell_area_sq_um=79700
export IMPL_drive_above_1_share_pct=4.16
export IMPL_criticalPathCategory="register to output port"
export IMPL_final_util_pct=33.7
export IMPL_stdcell_area_sq_um=83000
export IMPL_edf_count=0
export IMPL_grt_setup_unrepaired="false"
export IMPL_drtIter0Drc=2956
export IMPL_cp_data_required_time_ns=16.80
export IMPL_portBuffers=193
export IMPL_setup_viol=0
export IMPL_cp_start_kind="register"
export IMPL_syn_area_sq_um=74300
export IMPL_r2r_start="level1[0][29]"
export IMPL_overflow=0
export IMPL_cts_sinks=675
export IMPL_cts_root_buf="clkbuf_16"
export IMPL_routabilityCongestion=0.988
export IMPL_fillCellCount=25000
export IMPL_grtUsageMet3_pct=7.62
export IMPL_io_pins=228
export IMPL_cts_tree="done"
export IMPL_hold_start="level1[1][1]"
export IMPL_yosys_area_sq_um=74300
export IMPL_cts_made_buffers=91
export IMPL_clkTransAtPathRegs_ns=0.06
export IMPL_warning_count=60
export IMPL_yosys_cells=8765
export IMPL_antenna_left=0
export IMPL_grt_max_degree=34
export IMPL_avgSynthCellArea_sq_um=8.48
export IMPL_slew_headroom_pct=37.4
export IMPL_hold_buffers=0
export IMPL_end_kind="output port"
export IMPL_ys_seq_share_pct=18.2
export IMPL_ff_type="dfxtp_1"
export IMPL_max_cap_violations=0
export IMPL_dp_cells=12000
export IMPL_grt_busiest_layer="met2"
export IMPL_final_cell_mix="inv_1 (1426), and2_1 (812), fa_1 (768)"
export IMPL_chipArea_sq_um=250000
export IMPL_syn_inst=8765
export IMPL_routed_via_density=4.82
export IMPL_htreeDepth=3
export IMPL_wire_per_inst_microns=18.8
export IMPL_post_cts_setup_buffers=0
export IMPL_ys_async_sr_fraction_pct=0
export IMPL_numSynthFlops=675
export IMPL_slew_violations=0
export IMPL_firstDrtPassIters=6
export IMPL_cts_resized=0
export IMPL_drt_wl_total_microns=230000
export IMPL_worstMarginPinSlew_ns=0.930
export IMPL_final_cell_count_no_fill=12200
export IMPL_worst_clock_skew_ns=0.0460
export IMPL_use_met1_pct=25.0
export IMPL_final_common_cell="inv_1"
export IMPL_met2_usage_pct=29.5
export IMPL_arrival_ns=5.61
export IMPL_grt_pass1_wl_microns=350000
export IMPL_startpoint="level2[0][1]"
export IMPL_clk_latency_ns=0.75
export IMPL_area_growth_synth_to_final_pct=11.7
export IMPL_synth_cell_types=84
export IMPL_fp_row_count=182
export IMPL_design_core_area_sq_um=246000
export IMPL_hold_violations=0
export IMPL_worst_hold_path_type="register to register"
export IMPL_dr_total_vias=58800
export IMPL_floorplan_core_util_pct=30.2
export IMPL_grtUsageTotal_pct=19.1
export IMPL_antenna_found_initial=33
export IMPL_grt_pass1_vias=59000
export IMPL_ys_warn_count=3
export IMPL_path_max_fanout=4
export IMPL_timing_fmax_mhz=102
export IMPL_fin_hold_ws_ns=0.321
export IMPL_cts_buffer_depth=3
export IMPL_place_hpwl_microns=178000
export IMPL_finalSetupTns_ns=0
==> final cells by class <==
cell class	count	area, sq um	area share (%)
clock buffers	119	2530	3.05
diodes	15	37.5	0.0452
well taps	3312	4140	4.99
inverters	1426	5350	6.45
repair buffers	307	2620	3.16
multi-input cells	6298	54100	65.1
clock inverters	49	751	0.904
flip-flops and latches	675	13500	16.3
==> path summary, 6_finish.rpt <==
path | depth (start not counted) | slack [ns] | endpoint
max | 16 | 11.19 | out0Pre[57]
min reg2reg | 0 | 0.32 | level2[1][1]
max reg2reg | 16 | 15.64 | level2[0][61]
min | 0 | 0.32 | level2[1][1]
==> cells in the mapped netlist (130+ instances only) <==
master / number / share of area [%]
nand3_1: 130 / 0.88
xor2_1: 170 / 2.0
ha_1: 756 / 13
clkbuf_1: 359 / 1.8
inv_1: 1426 / 7.2
a21oi_1: 596 / 4.0
a21o_1: 375 / 3.8
nor2_1: 297 / 1.5
and2_1: 812 / 6.8
fa_1: 768 / 21
o21ai_0: 313 / 2.1
xnor2_1: 354 / 4.2
nand2_1: 573 / 2.9
dfxtp_1: 675 / 18
==> layer usage <==
metal | vias up | wire [microns]
met5 | - | 31
met4 | 6 | 8260
met3 | 386 | 24500
met2 | 1722 | 100000
met1 | 27900 | 96700
li1 | 28800 | -
==> metrics by stage <==
stage	setup slack, ns
3_3_place_gp	10.70
5_1_grt	10.82
2_1_floorplan	12.44
6_report	11.19
3_5_place_dp	10.64
4_1_cts	10.95
==> kinds of logic (layout without fill, tap and decap cells) <==
kind of cell / count (synthesis) / in the layout / share of synthesized area, %
multiplexers: 4 / 4 / 0.0539
adder cells (fa/ha/maj): 1524 / 1524 / 33.4
buffers and inverters: 1792 / 1901 / 9.08
AND/OR/NAND/NOR: 2393 / 2393 / 17.1
XOR/XNOR: 524 / 524 / 6.17
AND-OR/OR-AND: 1853 / 1853 / 16.0
flip-flops: 675 / 675 / 18.2
other: 0 / 15 / 0
==> state kept, by name, summed over array words and instances (netlist names) <==
| name | cells |
|---|---|
| level1 | 484 |
| level2 | 127 |
| result | 64 |
==> critical path: stages, from the launching register on <==
cell and delay [ns]:
dfxtp_1 0.31, ha_1 0.19, inv_1 0.06, fa_1 0.40, nand2b_1 0.18, a211oi_1 0.43, o211ai_1 0.34, a211oi_1 0.55
buf_4 0.24, o31ai_1 0.07, buf_4 0.17, o21ai_1 0.38, a31oi_1 0.27, o211ai_1 0.42, nor3_1 0.09, nor3_1 0.25
clkdlybuf4s50_1 0.51
