==> flow/run.sh <==
#!/bin/bash
# OpenROAD 26Q1-2900-gdf79404cd8, Yosys 0.63+post, stock flow scripts
make -C /OpenROAD-flow-scripts/flow DESIGN_CONFIG=/design/flow/config.mk WORK_HOME=/design/flow/orfs finish
==> flow/config.mk <==
export PLATFORM = sky130hd
export DESIGN_NAME = TestVerilogReadyRegTable64
export DESIGN_NICKNAME = TestVerilogReadyRegTable64
export VERILOG_FILES = /design/flow/design.v
export SDC_FILE = /design/flow/constraint.sdc
export NUM_CORES = 4
export LEC_CHECK = 1
export CORE_UTILIZATION = 40
==> flow/constraint.sdc <==
current_design TestVerilogReadyRegTable64

set clk_period 4.3
set clk_io_pct 0.2

create_clock -name clk0 -period $clk_period [get_ports {clk}]

set non_clock_inputs [all_inputs -no_clocks]
set_input_delay [expr $clk_period * $clk_io_pct] -clock clk0 $non_clock_inputs
set_output_delay [expr $clk_period * $clk_io_pct] -clock clk0 [all_outputs]
==> flow/design.v <==
`timescale 1ns / 1ps
module TestVerilogReadyRegTable64(
    input clk,
    input reset,
    input en,
		input [0:3] writeEnL,
	 input [5:0] writeSelect0,
	 input [5:0] writeSelect1,
	 input [5:0] writeSelect2,
	 input [5:0] writeSelect3,
		input [0:3] writeEnH,
	 input [5:0] writeSelect4,
	 input [5:0] writeSelect5,
	 input [5:0] writeSelect6,
	 input [5:0] writeSelect7,
		output [0:63] outputData
    );
	integer i;
	reg   [0:63] pr;
	initial begin
		for (i = 0; i < 64; i = i + 1)
		begin
			if (i <= 31)  
				pr[i] = 1;
			else
				pr[i] = 0;
		end		
	end;
	always @(posedge clk)
	begin
					if (1) begin
						if (writeEnL[0] && writeSelect0 != 0) begin
							pr[writeSelect0] <= 1;  
						end;
						if (writeEnL[1] && writeSelect1 != 0) begin
							pr[writeSelect1] <= 1;  
						end;
						if (writeEnL[2] && writeSelect2 != 0) begin
							pr[writeSelect2] <= 1;  
						end;
						if (writeEnL[3] && writeSelect3 != 0) begin
							pr[writeSelect3] <= 1;  
						end;	
						if (writeEnH[0] && writeSelect4 != 0) begin
							pr[writeSelect4] <= 0;  
						end;
						if (writeEnH[1] && writeSelect5 != 0) begin
							pr[writeSelect5] <= 0;  
						end;
						if (writeEnH[2] && writeSelect6 != 0) begin
							pr[writeSelect6] <= 0;  
						end;
						if (writeEnH[3] && writeSelect7 != 0) begin
							pr[writeSelect7] <= 0;  
						end;
					end;	
	end;
	assign outputData = pr;
endmodule
==> metrics.sh <==
SYNTH-SEQ-CELLS=64
WARNINGS=35
FINAL_CELLS=1461
TIMING.SLEW.HEADROOM=0.3342
YOSYS_WARNINGS=1
SYNTH_ADDER_AREA_SHARE=0.03850
WIRE_LENGTH_OF_THE_FIRST_GLOBAL_ROUTING_PASS_UM=51640
CAP_VIOLATIONS=0
NUMBER_OF_I_O_PINS=123
SYNTH.MUX.AREA_FRACTION=0.006417
SYNTH.AVG_CELL_AREA_UM2=7.371
SYNTHTOPCELLSBYAREA='dfxtp_1 (16%), a22oi_1 (6.8%), nand2_1 (5.0%)'
DPL.HPWL_UM=27120
CP_CELL_SEQUENCE='clkdlybuf4s50_1 -> inv_1 -> ha_1 -> nor2b_1 -> nand2_1 -> nor3_1 -> a221o_1 -> a221oi_1 -> a211oi_1'
GLOBAL_ROUTE.OVERFLOW_TOTAL=0
FP.COREAREA_MM2=0.01889
RR_STARTPOINT='pr[12]'
CTS_ROOT_BUF='clkbuf_16'
WORSTPATHARRIVAL_NS=3.74
PWR-SHARE-SEQ=0.327
REPORT.FINAL.HOLD_VIOL_COUNT=0
RSZ0062_AT_GRT='no'
POWER_DENSITY_mW_PER_MM2=338.9
GRTUSAGETOTAL=0.3483
CRIT_SLOWEST_CELL='clkdlybuf4s50_1'
FP-UTILIZATION=0.4128
REG_TOP3='pr: 64 flops'
FLOORPLAN.DIE.HEIGHT_UM=141.6
REPORT.FINAL.SLEW_VIOL_COUNT=0
PLACEDCELLCOUNT=1445
CRITPATHTOPFAMILY='simple AND/OR/NAND/NOR gates'
CRITPATHREQUIREDTIME_NS=4.54
WORST_HOLD_PATH_TYPE='reg -> reg'
CRITPATHLAUNCH='writeSelect2[0]'
H-TREE-DEPTH=3
MAIN_LOGIC_FAMILY_AFTER_SYNTHESIS='AND-OR/OR-AND gates'
REGMOSTFLOPS='pr'
YS_SH_XOR=0.01348
CLK_LATENCY_NS=0.34
GPL.FINAL_WEIGHTED_CONGESTION=1.051
SHARE_COMB_OF_TOTAL_POWER=0.440
FP_ROWS=50
TIGHTEST_SLEW_NS=0.9987
CTS_POST_SETUP_BUFFERS_INSERTED=0
WORST-PATH-MAX-FANOUT=11
SYNTHMOSTINSTANTIATEDCELL='nand2_1'
WORST_CLOCK_SKEW_NS=0
SYNTH-MAIN-FF-CELL='dfxtp_1'
DRIVE_ABOVE_1_SHARE=0.1141
WORST-PATH-BUF-INV=2
CTS_REPAIR_RESIZE_COUNT=0
SYNTHESIS.INSTANCES=1058
CLKSINKCOUNT=64
SYNTH_SEQ_SHARE=0.1643
CELL_INTERNAL_PWR_uW=2236
CLOCK_TREE_FROM_TRITONCTS='yes'
YOSYS.AREA_SHARE.AOI=0.3701
MET2_TRACK_DEMAND_OVER_RESOURCE_IN_GLOBAL_ROUTING=0.5196
PERIOD_USED_SHARE=0.8131
CTS_INSERTED_BUFFERS=9
ANT_NETS=0
CRITICAL_PATH_START_END_CLASSIFICATION='in -> reg'
PLACE.PORT_BUFFERS=120
EDF_COUNT=0
YS_SH_SIMPLE=0.3496
STATUS='completed'
WORST_HOLD_STARTPOINT='pr[3]'
ROUTE.DETAILED.WL_PER_INST_UM=23.85
SYNTH.TOP_CELLS.BY_COUNT='nand2_1 (104), nor2_1 (87), a21oi_1 (72)'
HOLD-PATH-CELL-COUNT=2
DETAILEDROUTE.FIRSTPASSITERATIONCOUNT=6
DRC_ERRORS=0
CLOCK.FMAX_MHz=286.0
P_SW_FRAC=0.3305
LARGEST_REGISTER_FF_COUNT=64
MET3_USAGE=0.08594
CP_NUM_CELLS=9
MULTI_INPUT_GATE_AREA_MM2=0.006068
YS_CHIP_AREA_MM2=0.007799
ANTENNA_VIOLATIONS_BEFORE_REPAIR=0
CHIPAREA_MM2=0.02006
SETUP_TOTAL_NEGATIVE_SLACK_NS=0
POST_SYNTH_TOP_AREA_SHARE=0.1643
REGAREA_MM2=0.001281
SYNTH.LIB_CELLS_USED.DISTINCT=86
GR-MAX-USAGE-LAYER='met2'
WORST_PATH_LARGEST_CELL_DELAY_NS=0.80
GRT_START_MAX_NET_PINS=28
POST-SYNTH-TOP-AREA-CELL='dfxtp_1'
DRT-TOTAL-WL_UM=34850
WORSTREGTOREGCELLS=3
YS_ASYNC_SR_FRACTION=0
TIMING.CRITICAL_PATH.FROM_TYPE='input port'
NUMBER_OF_CELLS_IN_YOSYS_STAT=1058
VIAS=9790
ROUTED_VIA_DENSITY=6.701
CLKPWRFRAC=0.233
FIRST_GLOBAL_VIAS=8535
VDD_IR_DROP_MAX_V=0.0001910
GRT.MET1_USAGE=0.4788
SYNTHESIS.AREA_MM2=0.007799
ANTENNADIODECOUNT=0
SETUP_VIOL=0
FILLCELLCOUNT=1877
POWER_LEAKAGE_uW=0.003406
DIE_X_UM=141.6
SWITCHING_POWER_uW=1104
CTS_HOLD_REPAIR.BUFFERS=0
CTS_MAX_PATH_BUFFERS=2
CLK_TRANSITION_REPORTED_PATHS_NS=0.05
CRIT_PATH_END_KIND='register'
SYN2LAYOUT_AREA_GROWTH_PCT=26.39
DRT_ITER0_MARKERS=1403
FINAL_PERIOD_MINUS_WORST_SETUP_SLACK_NS=3.496
routing by layer:
metal	wire length (µm)	vias to the layer above	share of wire
li1	-	4489	-
met1	14140	4495	0.41
met2	14960	668	0.43
met3	3679	138	0.11
met4	2066	0	0.059
met5	0	-	0
worst paths after layout:
path | slack (ns) | endpoint
max reg2reg | 3.12 | pr[12]
min reg2reg | 0.51 | pr[3]
max | 0.80 | pr[6]
min | 0.51 | pr[3]
logic make-up after synthesis:
logic type	Yosys count
AND-OR/OR-AND	390
XOR/XNOR	12
adder cells (fa/ha/maj)	24
buffers and inverters	98
flip-flops	64
multiplexers	5
AND/OR/NAND/NOR	465
worst min-delay path: stages (launching register included):
cell	delay (ns)
dfxtp_1	0.31
nor2_1	0.09
a21oi_1	0.06
placed cells by master (no fill, tap or decap), types with 6 or more instances in the layout:
| cell | netlist | layout |
|---|---|---|
| a211oi_1 | 24 | 24 |
| a21oi_1 | 72 | 72 |
| a221o_1 | 19 | 19 |
| a221oi_1 | 39 | 39 |
| a22oi_1 | 71 | 71 |
| a32oi_1 | 13 | 13 |
| and2_1 | 19 | 19 |
| and3_1 | 15 | 15 |
| and4_1 | 7 | 7 |
| buf_4 | 6 | 73 |
| clkbuf_16 | 0 | 9 |
| clkdlybuf4s50_1 | 0 | 120 |
| dfxtp_1 | 64 | 64 |
| ha_1 | 24 | 24 |
| inv_1 | 32 | 32 |
| nand2_1 | 104 | 104 |
| nand2b_1 | 20 | 20 |
| nand3_1 | 33 | 33 |
| nand3b_1 | 15 | 15 |
| nand4_1 | 12 | 12 |
| nand4b_1 | 6 | 6 |
| nor2_1 | 87 | 87 |
| nor2b_1 | 18 | 18 |
| nor3_1 | 38 | 38 |
| nor3b_1 | 6 | 6 |
| nor4_1 | 15 | 15 |
| nor4_2 | 7 | 7 |
| nor4b_4 | 6 | 6 |
| o211ai_1 | 29 | 29 |
| o21ai_0 | 33 | 33 |
| o221ai_1 | 10 | 10 |
| o22ai_1 | 13 | 13 |
| o32ai_1 | 8 | 8 |
| or3_1 | 13 | 13 |
| xnor2_1 | 9 | 9 |
power by group through the flow:
stage	sequential, µW	combinational (µW)	clock, µW
finish	1090	1470	779
global route	1100	1590	809
CTS	1080	1450	780
metrics by stage:
step	power [µW]	utilization	instance area (µm²)	hold WS [ns]	setup WS (ns)
after floorplan	1638	-	7799	0.4373	1.269
after global placement	2534	0.5052	9544	0.5025	0.5268
after detailed placement	2544	0.5052	9544	0.5067	0.5112
after CTS	3319	0.5217	9857	0.5140	0.8530
after global routing	3503	0.5217	9857	0.5325	0.6329
final	3341	0.5217	9857	0.5102	0.8036
layout make-up:
class / instances / share of cell area
multi-input combinational: 896 / 0.6156
timing repair buffer: 193 / 0.1775
sequential: 64 / 0.1300
tap: 260 / 0.03300
clock buffer: 10 / 0.02323
inverter: 32 / 0.01219
clock inverter: 6 / 0.008505
No activity file was given, so power comes from the tool's default toggle rates.
